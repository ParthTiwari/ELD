## design/flow/config.mk

```make
export PLATFORM = sky130hd
export DESIGN_NAME = ripple
export DESIGN_NICKNAME = ripple
export VERILOG_FILES = /design/flow/design.v
export SDC_FILE = /design/flow/constraint.sdc
export NUM_CORES = 4
export LEC_CHECK = 1
export CORE_AREA = 10 10 70 70
export DIE_AREA = 0 0 80 80
```

## design/flow/design.v

```verilog
`timescale 1ns / 1ps
module dff(out,data,clock,reset);
	 input data,clock,reset;
	 output reg out;	 		
	 always@(negedge clock,negedge reset)
	 if (reset == 0) 
	 out <= 0;
	 else 
	 out <= data;
endmodule
`timescale 1ns / 1ps
module ripple(o,t,clock,reset);
input t,clock,reset;
output [7:0]o;
tff s1(o[0],t,clock,reset);
tff s2(o[1],t,o[0],reset);
tff s3(o[2],t,o[1],reset);
tff s4(o[3],t,o[2],reset);
tff s5(o[4],t,o[3],reset);
tff s6(o[5],t,o[4],reset);
tff s7(o[6],t,o[5],reset);
tff s8(o[7],t,o[6],reset);
endmodule
`timescale 1ns / 1ps
module tff(out,t,clock,reset
    );
input t,clock,reset;
output out;
wire D;
assign D=out^t;
dff as(out,D,clock,reset);
endmodule
```

## design/flow/constraint.sdc

```tcl
current_design ripple

set clk_period 1.0
set clk_io_pct 0.2

create_clock -name clk0 -period $clk_period [get_ports {clock}]

set non_clock_inputs [all_inputs -no_clocks]
set_input_delay [expr $clk_period * $clk_io_pct] -clock clk0 $non_clock_inputs
set_output_delay [expr $clk_period * $clk_io_pct] -clock clk0 [all_outputs]
```

## design/flow/run.sh

```bash
#!/bin/bash
# OpenROAD 26Q1-2900-gdf79404cd8, Yosys 0.63+post, stock flow scripts
make -C /OpenROAD-flow-scripts/flow DESIGN_CONFIG=/design/flow/config.mk WORK_HOME=/design/flow/orfs finish
```

==> out/metrics.yaml <==
clock_skew_ns: 0
yosys-top-cells-count: "buf_4 (8), dfrtn_1 (8), xor2_1 (8)"
synth-adder-area-share_pct: 0
dp.cells: 75
final_area_um2: 462
finalPower_w: 0.000362
antenna_left: 0
place_area_um2: 450
setup_violations: 2
num-fill-cells: 400
async_flop_share_pct: 100
setup_ws_ns: -0.177
synth-xor-area-share_pct: 20.5
endpoint_kind: "primary output"
die_h_um: 80
grt_pass1_vias: 160
port_buffers: 10
ys_seq_elements: 8
clkLatencyLatePin_ns: 0
row_count: 21
p_leak_nw: 0.193
ys_chip_area_um2: 342
synthFlopType: "dfrtn_1"
slew_headroom_pct: 90.0
drt-initial-drc-count: 10
area_delta_synth_final_pct: 35.2
unclocked_pins: 7
setup.worst_path.start_class: "flip-flop"
finalHoldViolCount: 0
cp.required_ns: 0.80
synth_area_leader_cell: "dfrtn_1"
maxCapViolCount: 0
untimed_endpoints: 14
yosys_warnings: 1
grt_max_degree: 8
holdWs_ns: 0.742
dpl.hpwl_um: 505
antenna_cells: 0
worst-path-buf-inv: 1
ys_sh_aoi_pct: 0
mux_share_pct: 0
ir_drop_v: 0.000622
drt-vias-per-instance: 2.16
routed_wl_um: 556
postSynthSeqShare_pct: 58.6
rrSetupSlack_ns: 0
path_class: "flip-flop to primary output"
edf_count: 0
slew_violations: 0
first_pass_iters: 2
cpLargestDelayFamily: "flip-flops"
synthTopLogicFamily: "buffers and inverters"
core-area_mm2: 0.00342
routabilityCongestion: 0.728
power_density_mw_per_mm2: 785
ys_cells: 25
top_area_share_pct: 58.6
synthTopCellsByArea: "dfrtn_1 (59%), xor2_1 (21%), buf_4 (18%)"
io_pins: 11
syn_area_per_cell_um2: 13.7
critPathMaxFanout: 2
crit_chain: "buf_2"
dieWidth_um: 80
drc: 0
syn_inst: 25
hp-class: "flip-flop to flip-flop"
ys_sh_simple_pct: 0
dieArea_mm2: 0.00640
status: "finished with violations"
dp_slack_ns: -0.569
mi_logic_area_um2: 70.1
drive_gt1_share_pct: 22.6
crit_arrival_ns: 0.98
wl_per_cell_um: 7.22
via_count: 166
antenna_found_initial: 0
seq_area_um2: 200
layoutNonFillerInstCount: 77
slowest_delay_ns: 0.38
cts.clk_slew.worst_paths_ns: 0
violations: "negative setup slack"
ys_types: 4
worst_pin_slew_ns: 0.149
grt.total_usage_pct: 1.77
grt_first_pass_wirelength_um: 890
slowest_stage: "dfrtn_1"
synth_area_um2: 342
fp-utilization_pct: 10.0
rsz0062_at_grt: "yes"
overflow: 0
openroad.warnings: 31
## power by group
part	leakage (nW)	internal, W	switching, W
clock	0	0	0
sequential	0.0932	0.000125	0.0000264
combinational	0.0995	0.000152	0.0000591
total	0.193	0.000277	0.0000855
## registers in the layout, summed over array words and instances (netlist names)
name and flops:
s1.as.out 1, s6.as.out 1, s8.as.out 1, s3.as.out 1, s2.as.out 1, s4.as.out 1, s7.as.out 1, s5.as.out 1
## metrics by stage
step	utilization (%)	TNS (ns)
after floorplan	-	-0.328
after global placement	13.2	-1.03
after detailed placement	13.2	-1.04
after CTS	13.3	-0.277
after global routing	13.5	-0.316
final	13.5	-0.265
## cell usage in the layout (no fill, tap or decap), drive strengths merged
cell type / count
dfrtn: 8
xor2: 8
clkdlybuf4s50: 8
buf: 7
## kinds of logic after synthesis
logic type / after synthesis
buf+inv: 9
xor+xnor: 8
flops: 8
## worst paths after layout
kind / depth (start not counted) / startpoint / end
max: 1 / s1.as.out$_DFF_NN0_ / o[0]
min: 4 / s1.as.out$_DFF_NN0_ / s1.as.out$_DFF_NN0_
max reg2reg: 4 / s1.as.out$_DFF_NN0_ / s1.as.out$_DFF_NN0_
min reg2reg: 4 / s1.as.out$_DFF_NN0_ / s1.as.out$_DFF_NN0_
max in group asynchronous: 1 / reset / s1.as.out$_DFF_NN0_
min in group asynchronous: 1 / reset / s1.as.out$_DFF_NN0_
## layout make-up
class	count	area share [%]
repair buffers	15	29.0
multi-input cells	8	15.2
well taps	46	12.5
flip-flops and latches	8	43.4
## metal layers
metal	up-vias	track usage, %	share of wire (%)
met1	78	2.98	50
li1	79	-	-
met5	-	0	0
met2	9	1.93	33
met3	0	0.909	17
met4	0	0	0
## what timing repair did
| item | in CTS | in global routing |
|---|---|---|
| hold buffers | 0 | 0 |
| buffers inserted | 1 | 1 |
| endpoints found under the setup margin | 2 | 2 |
| resized | 8 | 0 |
| pin swaps | 1 | 0 |
Power figures rest on the tool's default switching activity, not on a simulated workload.
